==> /design/flow/design.v <==
module oscillator (
    input wire clk,
    input wire pulse,        
    output reg dg_out1,      
    output reg dg_out2,      
    output reg dg_out3,      
    output reg pg_out        
);
    reg [15:0] counter = 0;
    always @(posedge clk) begin
        if (pulse) begin
            counter <= 0;
        end else begin
            counter <= counter + 1;
        end
        if (counter == 0) begin
            dg_out1 <= 0;
            dg_out2 <= 0;
            dg_out3 <= 0;
            pg_out  <= 0;
        end
        if (counter == 10) begin
            dg_out1 <= 1;
        end else if (counter == 20) begin
            dg_out1 <= 0;
        end
        if (counter == 33) begin
            dg_out1 <= 1;
        end else if (counter == 43) begin
            dg_out1 <= 0;
        end
        if (counter == 15) begin
            dg_out2 <= 1;
        end else if (counter == 30) begin
            dg_out2 <= 0;
        end
        if (counter == 20) begin
            dg_out3 <= 1;
        end else if (counter == 40) begin
            dg_out3 <= 0;
        end
        if (counter == 23) begin
            pg_out <= 1;
        end else if (counter == 24) begin
            pg_out <= 0;
        end
    end
endmodule
==> /design/flow/run.sh <==
#!/bin/bash
# OpenROAD 26Q1-2900-gdf79404cd8, Yosys 0.63+post, stock flow scripts
make -C /OpenROAD-flow-scripts/flow DESIGN_CONFIG=/design/flow/config.mk WORK_HOME=/design/flow/orfs finish
==> /design/flow/config.mk <==
export PLATFORM = sky130hd
export DESIGN_NAME = oscillator
export DESIGN_NICKNAME = oscillator
export VERILOG_FILES = /design/flow/design.v
export SDC_FILE = /design/flow/constraint.sdc
export NUM_CORES = 4
export LEC_CHECK = 1
export CORE_AREA = 10 10 81 81
export DIE_AREA = 0 0 91 91
==> /design/flow/constraint.sdc <==
current_design oscillator

set clk_period 4.1
set clk_io_pct 0.2

create_clock -name clk0 -period $clk_period [get_ports {clk}]

set non_clock_inputs [all_inputs -no_clocks]
set_input_delay [expr $clk_period * $clk_io_pct] -clock clk0 $non_clock_inputs
set_output_delay [expr $clk_period * $clk_io_pct] -clock clk0 [all_outputs]
==> results.txt <==
Physical implementation status

For this run, the script counts the antenna cells in the layout as 0. For this run, the detailed router's first-pass iteration total came to 4. Across all stage logs, warnings added up to 28. The cell depth of the worst setup path stands at 1. The average footprint of a synthesized cell stands at 8.65 µm².

In the Yosys stats the netlist draws on 33 distinct library cells. According to the I/O placement log, the pin count is 6. The number of antenna violations at the first check in global routing is 0. The clock transition at the registers of the reported paths stands at 0.07 ns. The proportion of synthesized chip area in sequential cells stands at 38.2%. Logic depth along the worst register-to-register path is recorded as 4. The peak ir drop on the vdd network stands at 0.101 mV. Buffers placed on the I/O ports in this run total 5. Entering global routing, the biggest net connects 17 pins. Summed over all routing layers, the global router reports a total usage of 5.33%. The iteration-0 DRC count of the detailed router stands at 78. The vertical die dimension stands at 91 µm. On the critical path, the stage with the largest delay is an instance of sky130_fd_sc_hd__clkdlybuf4s50_1.

The number of buffer and inverter instances along the worst setup path stands at 1. The data required time of the critical path stands at 3.28 ns. Leaving out fill and tap cells, the most frequent cell in the layout is sky130_fd_sc_hd__dfxtp_1. The maximum root-to-sink buffer count stands at 2.

The core outline area stands at 0.00482 mm². In the final timing run, aggregate negative setup slack is 0 ns. Note, the detailed placer reported a final HPWL of 1.40 mm. Wires add up to 1.97 mm.

In this run the power density over the cells is 348 mW/mm². The final cycle utilization of the critical path stands at 45.6%. The slack of the worst reg-to-reg path stands at 2.26 ns.

The final count of pins violating max slew stands at 0. Summing every instance area after synthesis gives 0.00105 mm². The final cell utilization of the core stands at 25.1%.

Leaving out fill and tap cells, the most frequent cells in the layout are sky130_fd_sc_hd__dfxtp_1 (20), sky130_fd_sc_hd__nand2_1 (11), sky130_fd_sc_hd__nor2_1 (10). The gate count of the mapped netlist stands at 121. In this run, post-CTS hold repair placed 0 buffers. The synthesized netlist has a Yosys-reported chip area of 0.00105 mm². The layout overhead on the synthesized area stands at 15.3%.

The routed wire length per instance stands at 10.3 µm. The initial cell density of the core stands at 21.7%. According to the floorplan report, the die width is 91 µm. STA classifies the critical path endpoint as an output pin. The static leakage stands at 0.000389 µW. The synthesized design contains 20 register bits.

The later pin in the worst-skew pair is clocked with a latency of 0.26 ns. The routed layout has 838 vias. The row count stands at 25.

The number of setup buffers added after CTS stands at 0. In this run the worst setup path begins at dg_out2. The most used flip-flop cell after synthesis is sky130_fd_sc_hd__dfxtp_1. The share of flip-flops with an asynchronous set or reset stands at 0%.

The tree is rooted in a sky130_fd_sc_hd__clkbuf_8. In the setup report, the worst path falls into the class register to output pin. Setup repair after global routing left no endpoint under its margin.

The placer congestion estimate stands at 0.790. The post-route antenna net violation count stands at 0. The fmax stands at 535 MHz. Buffers inserted during clock tree synthesis total 3.

In this run, post-CTS repair resized a total of 0 instances. The number of placed cells counting well taps stands at 187. The number of inserted filler cells in the final layout stands at 521. On the critical path the data arrives at 1.05 ns. The post-layout minimum cycle time stands at 1.87 ns. Cells with a size suffix above 1 make up 7.26% of the layout. The first global-routing pass estimated 3.94 mm of wire.

The worst setup path is launched from a register. The script logs the ratio of routed vias to standard cells as 4.39. At the pin with the least slew margin, the transition time is 0.567 ns. In this design, the largest share of critical-path delay is due to buffers and inverters. Looking at the clock tree report, the H-tree level count equals 1. In this run, synthesis inferred 0 flip-flops with an integrated enable. The reported max-cap violation count stands at 0. In this run the worst setup path terminates at dg_out2.

The tally of yosys warning messages stands at 1. The hold violation total from the final report stands at 0. TritonCTS built the clock tree. The chip occupies 0.00828 mm².

The last timing report of the flow puts the setup violation total at 0. The final instance count without filler cells stands at 191. The total overflow left after global routing is 0. The flow ran to the end, and the final reports show no timing, DRC or antenna violations.

For the worst reg-to-reg path, the endpoint reported by OpenROAD is counter[15]. Per the timing report, the most critical flop-to-flop path originates at counter[3]. The number of clock sinks stands at 20. The worst pin sits at a relative slew slack of 62.1%. The most critical min-delay path falls under register to register. The DRC violations left stands at 0. Among all stages on the critical path, the maximum delay recorded is 0.46 ns.

For the final database, setup skew stands at 0.00267 ns. In this run the critical path is formed by clkdlybuf4s50_1. The number of global-route vias before repair was 852. The maximum net fanout on the critical path stands at 2.

For this design, Yosys synthesis ends with a cell count of 121.
==> worst min-delay path: stages (launching register included) <==
cell and delay, ns:
sky130_fd_sc_hd__dfxtp_1 0.31, sky130_fd_sc_hd__inv_1 0.04, sky130_fd_sc_hd__o22ai_1 0.05
==> where the power goes <==
part / internal [µW] / switching (µW) / leakage [µW]
clock: 130 / 66.9 / 0.0000357
sequential: 197 / 4.43 / 0.000162
combinational: 9.82 / 11.8 / 0.000192
total: 337 / 83.1 / 0.000389
==> state kept, by name, indices dropped and copies added (netlist names) <==
signal	count
dg_out2	1
dg_out1	1
pg_out	1
dg_out3	1
counter	16
==> routing by layer <==
| metal | share of wire [%] | global-route usage, % |
|---|---|---|
| met5 | 0 | 0 |
| met4 | 2.0 | 1.31 |
| met1 | 52 | 7.38 |
| met3 | 1.3 | 0.664 |
| met2 | 45 | 8.65 |
==> area by class of cell <==
type	count	area, µm²	share of cell area [%]
inverters	5	18.8	1.55
multi-input cells	90	583	48.3
well taps	67	83.8	6.94
repair buffers	5	50.0	4.15
clock buffers	3	41.3	3.42
flip-flops and latches	20	400	33.2
clock inverters	1	30.0	2.49
==> cells in the mapped netlist (all sizes together), types with 2 or more instances <==
cell type	number	area, µm²
nor4	4	25.0
xor2	4	35.0
nand3	7	47.6
dfxtp	20	400
nand4	5	31.3
a21oi	7	35.0
or4	5	37.5
ha	4	50.1
inv	5	18.8
o21ai	6	30.0
and3	2	13.8
o31ai	5	37.5
buf	3	33.8
clkbuf	3	11.3
nor2	10	37.5
xnor2	5	43.8
nand2	11	41.3
or3	4	31.3
==> per-stage QoR <==
| stage | hold WS (ns) | worst slack, ns | cell area [µm²] | power (µW) |
|---|---|---|---|---|
| after floorplan | 0.414 | 2.51 | 1050 | 223 |
| after global routing | 0.467 | 2.10 | 1210 | 436 |
| after CTS | 0.460 | 2.20 | 1210 | 425 |
| after global placement | 0.446 | 2.20 | 1140 | 227 |
| after detailed placement | 0.447 | 2.18 | 1140 | 227 |
| final | 0.456 | 2.23 | 1210 | 420 |
==> worst min path at each step <==
stage / from / endpoint / slack, ns / cells past startpoint
4_1_cts: dg_out1 / dg_out1 / 0.46 / 2
5_1_grt: dg_out1 / dg_out1 / 0.47 / 2
6_report: dg_out1 / dg_out1 / 0.46 / 2
==> logic make-up (layout without fill, tap and decap cells) <==
| logic type | after synthesis | in the layout | share of synthesized area (%) |
|---|---|---|---|
| AOI/OAI and AO/OA | 23 | 23 | 13.7 |
| xor gates and xnor gates | 9 | 9 | 7.53 |
| buffers and inverters | 11 | 14 | 6.09 |
| and+or+nand+nor | 54 | 54 | 29.6 |
| DFF | 20 | 20 | 38.2 |
| adders and majority gates | 4 | 4 | 4.78 |
Power and IR drop assume default switching activity.
