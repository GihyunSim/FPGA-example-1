## flow/run.sh

```bash
#!/bin/bash
# OpenROAD 26Q1-2900-gdf79404cd8, Yosys 0.63+post, stock flow scripts
make -C /OpenROAD-flow-scripts/flow DESIGN_CONFIG=/design/flow/config.mk WORK_HOME=/design/flow/orfs finish
```

## flow/config.mk

```make
export PLATFORM = sky130hd
export DESIGN_NAME = delay_generator
export DESIGN_NICKNAME = delay_generator
export VERILOG_FILES = /design/flow/design.v
export SDC_FILE = /design/flow/constraint.sdc
export NUM_CORES = 4
export LEC_CHECK = 1
export CORE_AREA = 10 10 89 89
export DIE_AREA = 0 0 99 99
```

## flow/constraint.sdc

```tcl
current_design delay_generator

set clk_period 2.5
set clk_io_pct 0.2

create_clock -name clk0 -period $clk_period [get_ports {clk}]

set non_clock_inputs [all_inputs -no_clocks]
set_input_delay [expr $clk_period * $clk_io_pct] -clock clk0 $non_clock_inputs
set_output_delay [expr $clk_period * $clk_io_pct] -clock clk0 [all_outputs]
```

## flow/design.v

```verilog
module delay_generator (
    input wire clk,
    input wire pulse,        
    output reg dg_out1,      
    output reg dg_out2,      
    output reg dg_out3,      
    output reg pg_out        
);
    reg [15:0] counter = 0;
    always @(posedge clk) begin
        if (pulse) begin
            counter <= 0;
        end else begin
            counter <= counter + 1;
        end
        if (counter == 0) begin
            dg_out1 <= 0;
            dg_out2 <= 0;
            dg_out3 <= 0;
            pg_out  <= 0;
        end
        if (counter == 10) begin
            dg_out1 <= 1;
        end else if (counter == 20) begin
            dg_out1 <= 0;
        end
        if (counter == 33) begin
            dg_out1 <= 1;
        end else if (counter == 43) begin
            dg_out1 <= 0;
        end
        if (counter == 15) begin
            dg_out2 <= 1;
        end else if (counter == 30) begin
            dg_out2 <= 0;
        end
        if (counter == 20) begin
            dg_out3 <= 1;
        end else if (counter == 40) begin
            dg_out3 <= 0;
        end
        if (counter == 23) begin
            pg_out <= 1;
        end else if (counter == 24) begin
            pg_out <= 0;
        end
    end
endmodule
```

==> out/qor.yml <==
num_vias: 836
finalSetupViolations: 0
cts-root-buf: "clkbuf_8"
ir_worst_vdd_v: 0.000167
fp_util: 0.175
power_density_mw_per_mm2: 511
port_buffers: 5
reg2reg_slack_ps: 680
period_needed_ps: 1820
post_cts_buffers: 0
synth_warnings: 1
routed_wl_um: 1970
clock.fmax_ghz: 0.550
holdCritPathClass: "register to register"
simple_gate_area_frac: 0.296
cts.sink_count: 20
fp.dieH_um: 99
grt_max_degree: 17
topCellsByArea: "dfxtp_1 (38%), ha_1 (4.8%), xnor2_1 (4.2%), nand2_1 (3.9%), nor2_1 (3.6%)"
drtAntennaViolNets: 0
cts-hold-fix-buffers: 0
cp_max_fo: 10
cts_resized: 0
ys_cells: 121
final_common_cell: "dfxtp_1"
ys_types: 33
drt-initial-drc-count: 103
tns_ps: 0
drc: 0
rr_startpoint: "counter[3]"
clock.latency.late_pin_ps: 260
drv_cap: 0
period_used_share: 0.728
crit_path_end_kind: "register"
ctsHtreeMaxLevel: 1
antenna_cells: 0
cp_data_arrival_time_ps: 2000
rsz0062_at_grt: "no"
chipArea_mm2: 0.00980
ys_sh_mux: 0
ys_sh_aoi: 0.137
yosysSeqAreaShare: 0.382
numCtsBuffers: 3
coreArea_mm2: 0.00599
cts_tree: "yes"
slew_viol_final: 0
die_w_um: 99
io_pins: 6
synthToLayoutAreaGrowth_pct: 14.7
utilization: 0.201
xor_share: 0.0753
lay_top_cells: "dfxtp_1 (20), nand2_1 (11), nor2_1 (10)"
grtUsageTotal: 0.0391
n_fill_cell: 630
drive_above_1_share: 0.0726
cp.required_ps: 2680
warnings: 28
yosysTopAreaCellShare: 0.382
grt_pass1_wl_um: 3450
start_kind: "register"
clk_path_buf_depth: 2
rr_endpoint: "counter[15]"
grt_antenna_before_repair: 0
status: "completed"
synth.logic.top_family: "simple AND/OR/NAND/NOR gates"
syn_avg_cell_area_um2: 8.65
synth-seq-cells: 20
p_leak_nw: 0.382
tightest_slew_ps: 592
hold_viol_final: 0
hold_depth: 2
rows: 28
firstDrtPassIters: 4
ys_sh_adder: 0.0478
top_area_cell: "dfxtp_1"
reg2reg_depth: 4
grt_pass1_vias: 765
clock_skew_ps: 7.54
relSlewSlack: 0.604
crit_type: "register to register"
gp_congestion: 0.838
hpwlAfterDp_um: 1380
min_from: "dg_out1"
gr-total-overflow: 0
post_drt_wl_per_cell_um: 9.91
viasPerCell: 4.20
path_clk_slew_ps: 80
netlist_instances: 121
synth_area_mm2: 0.00105
min_to: "dg_out1"
yosysChipArea_mm2: 0.00105
metrics by stage:
stage	power, mW	hold slack (ps)	instances	setup slack, ps	area (um^2)
finish	0.613	457	199	681	1200
global route	0.638	496	199	512	1200
detailed placement	0.373	448	195	730	1150
CTS	0.621	463	199	695	1200
global placement	0.373	445	195	736	1150
floorplan	0.365	414	121	905	1050
final cells by class:
class                           count  area (um^2)  area share
Inverter                            5         18.8      0.0156
Sequential cell                    20          400       0.333
Tap cell                           75         93.8      0.0781
Timing Repair Buffer                5         50.0      0.0417
Multi-Input combinational cell     90          583       0.485
Clock buffer                        4         55.1      0.0458
flip-flops by register name (all words and copies together) (netlist names):
signal,cells
pg_out,1
dg_out1,1
counter,16
dg_out3,1
dg_out2,1
kinds of logic after synthesis:
| logic type | Yosys count |
|---|---|
| simple gates | 54 |
| compound gates | 23 |
| flops | 20 |
| buf+inv | 11 |
| xor+xnor | 9 |
| fa+ha+maj | 4 |
routing by layer:
metal	up-vias	wire length [um]	track usage
li1	441	-	-
met1	378	986	0.0557
met2	15	873	0.0591
met3	2	71	0.00634
met4	0	41	0.0110
met5	-	0	0
power by group:
part,internal [mW],total (mW),leakage [nW],switching (mW)
Combinational,0.0162,0.0362,0.192,0.0200
Clock,0.140,0.248,0.0288,0.108
Sequential,0.323,0.330,0.162,0.00713
Total,0.479,0.613,0.382,0.135
worst max-delay path by stage:
stage	start	to	slack, ps	cells after the start
final	counter[3]	counter[15]	680	4
after global routing	counter[5]	counter[15]	510	4
after CTS	counter[3]	counter[15]	700	4
worst max-delay path, stage by stage, from the launching register on:
cell and delay, ps:
dfxtp_1 550, nand3_4 130, or3_4 440, or4_1 470, a21oi_1 150
synthesized netlist by cell type:
| library cell | n |
|---|---|
| dfxtp_1 | 20 |
| o21ai_0 | 6 |
| nand3b_1 | 1 |
| xnor2_1 | 5 |
| or3_2 | 1 |
| nor4_1 | 4 |
| a21oi_1 | 7 |
| ha_1 | 4 |
| nand2b_2 | 1 |
| clkbuf_1 | 3 |
| and2_1 | 1 |
| nand4_1 | 5 |
| a31oi_1 | 1 |
| o22ai_1 | 1 |
| or3_4 | 1 |
| a2111o_1 | 1 |
| o31ai_1 | 5 |
| nand3_4 | 1 |
| nor2b_1 | 1 |
| xor2_1 | 4 |
| inv_1 | 5 |
| and3_1 | 1 |
| o41ai_1 | 1 |
| and3_2 | 1 |
| or2_0 | 1 |
| or4b_1 | 1 |
| a32oi_1 | 1 |
| nand2_1 | 11 |
| nor2_1 | 10 |
| nand3_1 | 6 |
| buf_6 | 3 |
| or4_1 | 5 |
| or3_1 | 2 |
No activity file was given, so power comes from the tool's default toggle rates.
